==> flow/design.v <==
module ALU(input [2:0] ctrl, input [31:0] A, input [31:0] B, output reg [31:0] X);
always @(*) begin
    case (ctrl)
        3'b000: X=A+B;
        3'b001: X=A-B;
        3'b010: X=A^B;
        3'b011: X=A|B;
        3'b100: X=A&B;
        3'b101: X=~(A | B);
        3'b110: X=~(A & B);
        3'b111: X=~(A ^ B);
    endcase 
end
endmodule
==> flow/run.sh <==
#!/bin/bash
# OpenROAD 26Q1-2900-gdf79404cd8, Yosys 0.63+post, stock flow scripts
make -C /OpenROAD-flow-scripts/flow DESIGN_CONFIG=/design/flow/config.mk WORK_HOME=/design/flow/orfs finish
==> flow/config.mk <==
export PLATFORM = sky130hd
export DESIGN_NAME = ALU
export DESIGN_NICKNAME = ALU
export VERILOG_FILES = /design/flow/design.v
export SDC_FILE = /design/flow/constraint.sdc
export NUM_CORES = 4
export LEC_CHECK = 1
export CORE_UTILIZATION = 40
==> flow/constraint.sdc <==
current_design ALU

set clk_period 33.4
set clk_io_pct 0.2

create_clock -name clk0 -period $clk_period

set non_clock_inputs [all_inputs -no_clocks]
set_input_delay [expr $clk_period * $clk_io_pct] -clock clk0 $non_clock_inputs
set_output_delay [expr $clk_period * $clk_io_pct] -clock clk0 [all_outputs]
==> results.rst <==
Implementation results
======================

.. list-table::
   :header-rows: 1

   * - Metric
     - Value
   * - Final total negative setup slack
     - 0 ns
   * - Area of the core region
     - 0.0121 mm2
   * - Most numerous cell types in the synthesized netlist
     - sky130_fd_sc_hd__ha_1, sky130_fd_sc_hd__a21oi_1, sky130_fd_sc_hd__nand2_1
   * - Count of hold buffers inserted by post-cts repair
     - 0
   * - Initial antenna violation count
     - 0
   * - Register Area
     - 0 um2
   * - # rows
     - 40
   * - Final period utilization
     - 55.4%
   * - Power Dens Cells
     - ~18 mW/mm2
   * - Post-synth cell types
     - 57
   * - Pin count of the biggest net entering global routing
     - 85
   * - List of cells traversed by the critical path
     - clkdlybuf4s50_1, buf_4, nor2_1, buf_4, and2_2, a21oi_1, xnor2_1, ha_1, a21o_1, a21oi_1, nor2b_1, o41ai_1, o21ai_0, o21a_1, o31ai_1, clkdlybuf4s50_1
   * - Total number of vias
     - 5419
   * - Worst vdd ir
     - 0.00648 mV
   * - Unrepaired setup endpoints after global routing
     - no
   * - Area of the synthesized netlist per yosys stat
     - 0.00497 mm2
   * - Largest cells by area after synthesis
     - sky130_fd_sc_hd__ha_1, sky130_fd_sc_hd__a21oi_1, sky130_fd_sc_hd__xnor2_1, sky130_fd_sc_hd__o21ai_0, sky130_fd_sc_hd__nand2_1
   * - Cell count after synthesis
     - about 740
   * - Clock tree buffer count of the final layout
     - 0
   * - Status
     - completed
   * - Post_cts resized
     - 0
   * - Critical path endpoint
     - X[29]
   * - OpenROAD warning count
     - 65
   * - Number of warning messages in the yosys log
     - 1
   * - Post-synthesis average cell area
     - roughly 6.7 um2
   * - Worst setup startpoint
     - ctrl[2]
   * - Crit path buf inv count
     - 4
   * - Fin. max-slew vios
     - 0
   * - Average routed wire per standard cell
     - 15.7 um
   * - Critical Path Source Type
     - input pin
   * - Die width
     - 114 um
   * - Share of Yosys cell area claimed by the top area cell type
     - around a quarter
   * - Largest delay share family, worst path
     - AND-OR/OR-AND gates
   * - Dominant cell by count in the synthesized netlist
     - sky130_fd_sc_hd__ha_1
   * - Achievable clock frequency
     - 0.0541 GHz
   * - Fraction of layout cells with a size suffix above 1
     - 3.85%
   * - Required time worst endpoint
     - between 20 and 30 ns
   * - Crit path depth
     - 16
   * - Placed wire-length estimate
     - 12000 um
   * - Setup Fix Bufs, Post-CTS
     - 0
   * - Ports placed on the boundary
     - 99
   * - Shortest period the worst path allows
     - 18.49 ns
   * - Flip-flops
     - 0
   * - Slew HR
     - roughly 43%
   * - CP Data Arrival Time
     - between 10 and 15 ns
   * - Synthesis-to-layout area growth
     - 21.3%
   * - Slowest library cell on the worst path
     - sky130_fd_sc_hd__nor2_1
   * - Max_cap viols
     - 0
   * - Number of port buffers
     - just under 100
   * - Netlist area before placement
     - 0.00497 mm2
   * - Total Routed Length
     - 15300 um
   * - Count of instantiated cells in the yosys netlist
     - 743
   * - Worst-Margin Slew
     - 0.847 ns
   * - Maximum net fanout on the critical path
     - 37
   * - Fill count
     - 1197
   * - Core utilization at floorplan
     - 41.2%
   * - Die Span Y
     - around 110 um
   * - Final weighted congestion in routability-driven placement
     - 0.944
   * - Final tally of hold violations
     - 0
   * - Final routed DRC violation total
     - 0
   * - Die outline area
     - 0.0129 mm2
   * - Critical Path End Type
     - primary output
   * - GR Util All Layers
     - 23.9%
   * - Cell type with the largest total area
     - sky130_fd_sc_hd__ha_1
   * - Antenna Diode Count
     - 0
   * - Static leakage power
     - 2.66 nW
   * - Total congestion overflow after global routing
     - 0
   * - Type of the setup path with the least slack
     - input pin to primary output
   * - Via count of the first global-routing pass
     - 4906
   * - Combinational cell area excluding buffers and inverters
     - 0.00451 mm2
   * - Share of the core filled with cells
     - 50.0%
   * - Ratio of routed vias to standard cells
     - 5.56
   * - Worst stage delay on the critical path
     - 0.70 ns
   * - Post-synthesis sequential area ratio
     - 0%
   * - First DRT Iteration DRCs
     - 376
   * - Global-route wire length before repair
     - 24800 um
   * - Antenna Violating Nets Remaining
     - 0
   * - Worst hold path type
     - input pin to primary output
   * - Final setup violation count
     - 0
   * - DRT Pass-1 Iters
     - 5
==> routing by layer <==
metal | up-vias | global-route usage (%) | wire [um]
met3 | 4 | 0.812 | 734
li1 | 2797 | - | -
met2 | 168 | 38.9 | 6640
met5 | - | 0 | 0
met4 | 0 | 0.789 | 44
met1 | 2450 | 36.8 | 7860
==> worst min-delay path by stage <==
stage	startpoint	endpoint	cells after the start	slack, ns
5_1_grt	ctrl[0]	X[6]	4	14.52
4_1_cts	ctrl[0]	X[9]	4	14.44
6_report	ctrl[0]	X[9]	4	14.45
==> through the flow <==
stage | cells | hold slack (ns) | setup slack [ns] | total power [mW] | instance area [um2]
3_5_place_dp | 974 | 14.43 | 14.96 | 0.108 | 6030
4_1_cts | 974 | 14.44 | 14.95 | 0.109 | 6030
2_1_floorplan | 743 | 13.64 | 16.91 | 0.0676 | 4970
5_1_grt | 974 | 14.52 | 14.54 | 0.121 | 6030
3_3_place_gp | 974 | 14.43 | 14.91 | 0.108 | 6030
6_report | 974 | 14.45 | 14.91 | 0.109 | 6030
==> worst min-delay path, stage by stage <==
cell	delay (ns)
sky130_fd_sc_hd__buf_4	0.30
sky130_fd_sc_hd__o21ai_0	0.25
sky130_fd_sc_hd__a222oi_1	0.08
sky130_fd_sc_hd__clkdlybuf4s50_1	0.41
==> kinds of logic (layout without fill, tap and decap cells) <==
group / Yosys count / after routing / share of synthesized area (%)
compound gates: 252 / 252 / 31.8
fa+ha+maj: 97 / 97 / 24.6
simple gates: 201 / 201 / 19.7
buf+inv: 117 / 180 / 9.23
mux: 19 / 19 / 4.45
xor+xnor: 57 / 57 / 10.2
==> cell usage in the layout (no fill, tap or decap), types with 4 or more instances in the layout <==
cell type                         instances
sky130_fd_sc_hd__clkdlybuf4s50_1         97
sky130_fd_sc_hd__ha_1                    96
sky130_fd_sc_hd__a21oi_1                 89
sky130_fd_sc_hd__nand2_1                 78
sky130_fd_sc_hd__inv_1                   76
sky130_fd_sc_hd__o21ai_0                 63
sky130_fd_sc_hd__xnor2_1                 43
sky130_fd_sc_hd__nor2_1                  36
sky130_fd_sc_hd__a31oi_1                 21
sky130_fd_sc_hd__nand2b_1                19
sky130_fd_sc_hd__nor2b_1                 15
sky130_fd_sc_hd__a222oi_1                14
sky130_fd_sc_hd__xor2_1                  13
sky130_fd_sc_hd__mux2i_1                 12
sky130_fd_sc_hd__a211oi_1                12
sky130_fd_sc_hd__nand3_1                 11
sky130_fd_sc_hd__nor3_1                   9
sky130_fd_sc_hd__a21o_1                   9
sky130_fd_sc_hd__nor4_1                   6
sky130_fd_sc_hd__o211ai_1                 6
sky130_fd_sc_hd__buf_4                    6
sky130_fd_sc_hd__and3_1                   5
sky130_fd_sc_hd__a41oi_1                  5
sky130_fd_sc_hd__nand4_1                  5
sky130_fd_sc_hd__a31o_2                   5
sky130_fd_sc_hd__a32oi_1                  5
sky130_fd_sc_hd__mux2_2                   5
sky130_fd_sc_hd__and2_1                   4
sky130_fd_sc_hd__o31ai_1                  4
sky130_fd_sc_hd__o21bai_1                 4
==> report_power, final <==
part | internal (mW) | switching [mW] | total (mW)
Clock | 0 | 0 | 0
Combinational | 0.0522 | 0.0570 | 0.109
Sequential | 0 | 0 | 0
==> area by class of cell <==
cell class / count / area share, %
Timing Repair Buffer: 104 / 16.9
Inverter: 76 / 4.73
Multi-Input combinational cell: 626 / 74.9
Tap cell: 168 / 3.49
Power is estimated from default activity; no workload was simulated.
